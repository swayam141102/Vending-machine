<file path="design/flow/config.mk">
export PLATFORM = sky130hd
export DESIGN_NAME = vmachine
export DESIGN_NICKNAME = vmachine
export VERILOG_FILES = /design/flow/design.v
export SDC_FILE = /design/flow/constraint.sdc
export NUM_CORES = 4
export LEC_CHECK = 1
export CORE_AREA = 10 10 70 70
export DIE_AREA = 0 0 80 80
</file>
<file path="design/flow/constraint.sdc">
current_design vmachine

set clk_period 1.0
set clk_io_pct 0.2

create_clock -name clk0 -period $clk_period [get_ports {clk}]

set non_clock_inputs [all_inputs -no_clocks]
set_input_delay [expr $clk_period * $clk_io_pct] -clock clk0 $non_clock_inputs
set_output_delay [expr $clk_period * $clk_io_pct] -clock clk0 [all_outputs]
</file>
<file path="design/flow/design.v">
module vmachine(in,clk,rst,out,change);
  input clk,rst;
  input [1:0] in;
  output reg out;
  output reg [1:0] change;
  parameter s0=2'b00;
  parameter s1=2'b01;
  parameter s2=2'b10;
  reg [1:0] ps,ns;
  always @( posedge clk)
    begin
      if(rst)
        begin
          ps<=s0;
          change<=2'b00;
        end
      else
        ps<=ns;
    end
  always @(ps,in)
    begin
      case(ps)
        s0:begin
          if(in==0)
            begin
              ns=s0;
              out=0;
              change=2'b00;
            end
          else if(in==2'b01)
            begin
              ns=s1;
              out=0;
              change=2'b00;
            end
          else if(in==2'b10)
            begin
              ns=s2;
              out=0;
              change=2'b00;
            end
        end
        s1:begin
          if(in==0)
            begin
              ns=s0;
              out=0;
              change=2'b01;
            end
          else if(in==2'b01)
            begin
              ns=s2;
              out=0;
              change=2'b00;
            end
          else if(in==2'b10)
            begin
              ns=s0;
              out=1;
              change=2'b00;
            end
        end
       s2:begin
          if(in==0)
            begin
              ns=s0;
              out=0;
              change=2'b10;
            end
          else if(in==2'b01)
            begin
              ns=s0;
              out=1;
              change=2'b00;
            end
          else if(in==2'b10)
            begin
              ns=s0;
              out=1;
              change=2'b01;
            end
        end
        endcase
    end
endmodule
</file>
<file path="design/flow/run.sh">
#!/bin/bash
# OpenROAD 26Q1-2900-gdf79404cd8, Yosys 0.63+post, stock flow scripts
make -C /OpenROAD-flow-scripts/flow DESIGN_CONFIG=/design/flow/config.mk WORK_HOME=/design/flow/orfs finish
</file>
==> impl_metrics.yaml <==
# flow metrics
status:
  status: "completed"
cts:
  cts.clk_slew.worst_paths_ns: 0.03
  postCtsHoldBufs: 0
  cts_buffer_depth: 2
  numCtsBuffers: 3
  cts_setup_buffers: 0
  cts_root_buffer: "clkbuf_4"
  ctsResizeCount: 0
  cts-htree-levels: 1
  cts_tree: "yes"
die:
  initial_core_util_pct: 6.886
  coreArea_um2: 3416
  rows: 21
  die_h_um: 80
  dieWidth_um: 80
  ios: 7
  die_area_um2: 6400
global_routing:
  grt_max_degree: 6
  grt_use_total_pct: 1.718
  antenna_found_initial: 0
  grt_overflow: 0
  grt_pass1_vias: 229
  grt_pass1_wl_um: 883
drt:
  diodes: 0
  first_pass_iters: 2
  vias: 180
  drt_iter0_drc: 1
  post_drt_wl_per_cell_um: 6.405
  viasPerCell: 2.278
  drt_wl_total_um: 506
  ant_nets: 0
  route.detailed.drc: 0
sta:
  slew_viol_final: 0
  unclocked_regs: 3
  rsz0062_at_grt: "no"
  setup_violations: 0
  tns_ns: 0
  finalCritPeriodShare_pct: 61.10
  min_period_ns: 0.6110
  max_freq_mhz: 1637
  untimed_endpoints: 4
  hold_violations: 0
placement:
  gp_congestion: 0.6541
  place_area_um2: 321.6
  numPortBuffers: 4
final_layout:
  finalInstanceArea_um2: 344.1
  area_growth_pct: 46.28
  drive_gt1_share_pct: 12.12
power_and_ir_drop:
  peakVddDrop_v: 0.0004073
  power_density_nw_per_um2: 891.1
  leakage_uw: 0.0001393
hold_path:
  hold_start: "rst"
  hold_path_end: "ps[1]"
  hold_path_class: "input port to flip-flop"
  holdPathStages: 2
synth:
  synth_cell_type_count: 15
  ys_chip_area_um2: 235.2
  postSynthAreaPerCell_um2: 8.712
  ys_cells: 27
  netlist_area_um2: 235.2
  synth_cells: 27
  yosys_warnings: 5
  ys.flops: 5
worst_setup_path:
  crit_family: "buffers and inverters"
  worst-path-stages: 2
  start_kind: "input port"
  critical_path_peak_fanout: 2
  cp.required_ns: 1.11
  path_class: "input port to flip-flop"
  arrival_ns: 0.72
  endpoint_kind: "flip-flop"
  slowest_stage: "clkdlybuf4s50_1"
  max_stage_delay_ns: 0.48
  crit_buf_inv: 1
  crit_chain: "clkdlybuf4s50_1 > nor2b_1"
job:
  tool_warnings: 28
  cap_violations: 0
[report_power, final]
group          switching [uW]  internal (uW)  leakage [uW]
Sequential               1.80           89.3     0.0000399
Combinational            17.5           21.1     0.0000856
Clock                    44.6            132     0.0000138
Total                    63.9            243      0.000139
[worst max path at each step]
stage         start    end
CTS             rst  ps[1]
global route    rst  ps[1]
finish          rst  ps[1]
[per-layer routing]
layer | GRT usage, % | share of wire (%)
met5 | 0 | 0
met4 | 0.7042 | 0
met3 | 0.6818 | 4.3
met2 | 2.247 | 36
met1 | 2.410 | 59
[metrics by stage]
| step | power, uW | hold WS (ns) | std cells | util [%] | worst slack [ns] |
|---|---|---|---|---|---|
| 4_1_cts | 323.1 | 0.5366 | 79 | 10.07 | 0.3990 |
| 5_1_grt | 335.2 | 0.5506 | 79 | 10.07 | 0.3868 |
| 2_1_floorplan | 114.6 | 0.2716 | 28 | - | 0.6641 |
| 3_5_place_dp | 130.5 | 0.7655 | 76 | 9.414 | 0.1613 |
| 6_report | 306.6 | 0.5456 | 79 | 10.07 | 0.3890 |
| 3_3_place_gp | 127.6 | 0.7529 | 76 | 9.414 | 0.1723 |
[placed cells by master, fill, tap and decap left out, drive strengths merged]
cell type,netlist,layout
nor2b,2,2
clkbuf,0,3
a21oi,1,1
nand2b,1,1
clkdlybuf4s50,0,4
inv,3,3
ha,4,4
o22ai,1,1
nand3,1,1
nor4,1,1
dlxtn,3,3
nand2,2,2
dfxtp,2,2
o211ai,1,1
nor2,2,2
conb,1,2
[area by class of cell]
class	instances	area, um^2
Inverter	3	11.26
Timing Repair Buffer	4	40.04
Tap cell	46	57.56
Fill cell	405	3072
Sequential cell	5	85.08
Clock buffer	3	22.52
Multi-Input combinational cell	18	127.6
[Yosys cell counts]
library cell | n | area (um^2)
nor2_1 | 2 | 7.510
dlxtn_1 | 3 | 45.04
nor4_2 | 1 | 12.51
nand3_1 | 1 | 5.000
nor2b_1 | 2 | 12.51
a21oi_1 | 1 | 5.000
nand2_1 | 2 | 7.510
conb_1 | 1 | 3.750
inv_1 | 3 | 11.26
o22ai_1 | 1 | 6.260
nand2b_1 | 1 | 6.260
dfxtp_1 | 2 | 40.04
buf_4 | 2 | 15.01
o211ai_1 | 1 | 7.510
ha_1 | 4 | 50.05
[kinds of logic (layout without fill, tap and decap cells)]
kind of cell	count (synthesis)	after routing	synth area share [%]
AND/OR/NAND/NOR	9	9	21.81
flip-flops	2	2	17.02
AND-OR/OR-AND	3	3	7.980
latches	3	3	19.15
buffers and inverters	5	10	11.17
other	1	2	1.594
adder cells (fa/ha/maj)	4	4	21.28
[registers in the layout (all words and copies together) (netlist names)]
register and flops:
ps 2, ns 2, out 1
Power is estimated from default activity; no workload was simulated.
